$ cat ./run.sh
#!/bin/bash
# OpenROAD 26Q1-2900-gdf79404cd8, Yosys 0.63+post, stock flow scripts
make -C /OpenROAD-flow-scripts/flow DESIGN_CONFIG=/design/flow/config.mk WORK_HOME=/design/flow/orfs finish
$ cat ./config.mk
export PLATFORM = sky130hd
export DESIGN_NAME = ctr
export DESIGN_NICKNAME = ctr
export VERILOG_FILES = /design/flow/design.v
export SDC_FILE = /design/flow/constraint.sdc
export NUM_CORES = 4
export LEC_CHECK = 1
export CORE_UTILIZATION = 40
export SYNTH_HDL_FRONTEND = slang
$ cat ./constraint.sdc
current_design ctr

set clk_period 6.9
set clk_io_pct 0.2

create_clock -name clk0 -period $clk_period [get_ports {CLK}]

set non_clock_inputs [all_inputs -no_clocks]
set_input_delay [expr $clk_period * $clk_io_pct] -clock clk0 $non_clock_inputs
set_output_delay [expr $clk_period * $clk_io_pct] -clock clk0 [all_outputs]
$ cat ./design.v
module ctr(
	input wire CLK,
	input wire [7:0] SW,
	output reg V0,
	output reg RS,
	output wire RW,
	output reg E,
	output reg [7:0] D,
	output wire K,
	output wire [7:0] LED
);
localparam STATE_START = 2'b00;
localparam STATE_HIGH = 2'b01;
localparam STATE_LOW = 2'b10;
localparam STATE_END = 2'b11;
assign RW = 0;
assign LED = 0;
assign K = 1;
reg [8:0] data [0:15];
initial begin
	data[4'h0] <= 9'h038;
	data[4'h1] <= 9'h00f;
	data[4'h2] <= 9'h080;
	data[4'h3] <= 9'h148;
	data[4'h4] <= 9'h165;
	data[4'h5] <= 9'h16c;
	data[4'h6] <= 9'h16c;
	data[4'h7] <= 9'h16f;
	data[4'h8] <= 9'h12c;
	data[4'h9] <= 9'h120;
	data[4'ha] <= 9'h177;
	data[4'hb] <= 9'h16f;
	data[4'hc] <= 9'h172;
	data[4'hd] <= 9'h16c;
	data[4'he] <= 9'h164;
	data[4'hf] <= 9'h121;
end
reg [1:0] state;
reg [11:0] wctr;
reg [3:0] addr;
initial state = STATE_START;
initial wctr = 12'hfff;
initial addr = 0;
initial RS = 0;
initial D = 0;
initial E = 0;
always @(posedge CLK) begin
	if (wctr > 0) begin
		wctr <= wctr - 1;
	end else begin
		case (state)
		STATE_START: begin
			state <= STATE_HIGH;
			wctr <= 13;
		end
		STATE_HIGH: begin
			state <= STATE_LOW;
			wctr <= 50 * 40;
		end
		STATE_LOW: begin
			if (addr == 4'hf) begin
				state <= STATE_END;
			end else begin
				addr <= addr + 1;
				state <= STATE_HIGH;
				wctr <= 13;
			end
		end
		STATE_END: begin
		end
		endcase
	end
end
always @(posedge CLK) begin
	{RS, D} <= data[addr];
	case (state)
	STATE_START: begin
		E <= 0;
	end
	STATE_HIGH: begin
		E <= 1;
	end
	STATE_LOW: begin
		E <= 0;
	end
	STATE_END: begin
		E <= 0;
	end
	endcase
end
reg [7:0] ctr;
always @(posedge CLK) begin
	ctr <= ctr + 1;
	V0 <= ctr[7:0] <= SW;
end
endmodule
==> results.py <==
# Generated from Yosys and OpenROAD reports
metrics = {
    "critical_path": {
        "r2r_cells": 6,
        "cp_slowest_cell": "nor4b_4",
        "worst_ep_arrival_time_ns": 2.70,
        "critPathTopFamily": "simple AND/OR/NAND/NOR gates",
        "crit_type": "reg2reg",
        "cp_data_required_time_ns": 6.87,
        "cp-start-kind": "register",
        "path_depth": 6,
        "endpoint_kind": "register",
        "crit_chain": "inv_1 -> ha_1 -> or3b_2 -> nor4b_4 -> nand2_1 -> nor2_1",
        "critical_path.max_fanout": 13,
        "crit_buf_inv": 1,
        "slowest_delay_ns": 0.62,
    },
    "placed_design": {
        "dpl-instance-area_um2": 2180,
        "gp_congestion": 0.765,
        "hpwl_um": 1960,
        "portBuffers": 19,
    },
    "final_timing": {
        "min_period_ns": 2.73,
        "finalSetupViolations": 0,
        "hold_violations": 0,
        "grt_setup_unrepaired": "false",
        "worstMarginPinSlew_ns": 0.684,
        "skew_ns": 0.00859,
        "drv_slew": 0,
        "fin_crit_sh_pct": 39.5,
        "tns_ns": 0,
        "slew_headroom_pct": 54.2,
        "fmax_mhz": 367,
    },
    "floorplan": {
        "fp.dieW_um": 72.4,
        "fp.dieH_um": 72.4,
        "rows": 25,
        "io_pins": 30,
        "fp-utilization_pct": 41.7,
        "die-area_um2": 5240,
        "core-area_um2": 4750,
    },
    "drt": {
        "wl_per_cell_um": 9.94,
        "drc": 0,
        "routed_via_density": 4.39,
        "antenna_left": 0,
        "num_vias": 1215,
        "drt_pass1_iterations": 4,
        "drt_iter0_markers": 35,
        "antenna_cells": 0,
        "routed_wl_um": 2750,
    },
    "yosys": {
        "synth-edff-count": 17,
        "synth_async_sr_flop_share_pct": 0,
        "yosys_warnings": 0,
        "ys_seq_share_pct": 47.0,
        "synth.distinct_cells": 35,
        "ys_cells": 190,
        "syn_avg_cell_area_um2": 10.4,
        "ys.flops": 38,
        "synth_chip_area_um2": 1980,
        "synthCells": 190,
        "synthesis.area_um2": 1980,
        "ff_type": "dfxtp_1",
    },
    "job": {
        "drv_cap": 0,
        "tool_warnings": 32,
    },
    "global_routing": {
        "grt_max_degree": 19,
        "track_usage_pct": 12.1,
        "antenna_found_initial": 0,
        "grt_overflow": 0,
        "grt_pass1_wl_um": 4800,
        "grt_pass1_vias": 1064,
    },
    "final_layout": {
        "most-common-layout-cells": "dfxtp_1, ha_1, clkdlybuf4s50_1, inv_1, edfxtp_1",
        "fillers": 456,
        "area_growth_pct": 14.6,
        "drive_above_1_share_pct": 7.14,
        "final_area_um2": 2270,
        "lay_top_count": "dfxtp_1",
    },
    "clocking": {
        "htree_levels": 2,
        "clkLatencyLatePin_ns": 0.29,
        "cts_resized": 0,
        "clock-sinks": 38,
        "cts_buffers": 5,
        "root_buffer": "clkbuf_8",
        "post_cts_buffers": 0,
        "clock_tree.buffer_depth": 2,
        "cts_tree": "built",
        "hold_buffers": 0,
        "clk_pin_slew_ns": 0.08,
    },
    "power_and_ir_drop": {
        "irDropWorstVdd_mv": 0.113,
        "power.density_nw_per_um2": 177,
        "p_leak_nw": 0.961,
    },
    "hold_path": {
        "worstHoldPathType": "reg2reg",
        "hold_depth": 1,
    },
    "status": {
        "status": "completed",
    },
}
## path summary, 6_finish.rpt
| path | from | to | slack, ns |
|---|---|---|---|
| max | wctr[0] | addr[2] | 4.17 |
| min | state[2] | E | 0.41 |
| max reg2reg | wctr[0] | addr[2] | 4.17 |
| min reg2reg | state[2] | E | 0.41 |
## where the power goes
group,switching [mW],internal (mW)
logic,0.00271,0.00579
clock network,0.0791,0.0806
registers,0.00000817,0.233
total,0.0818,0.319
## metrics by stage
step | total power [mW] | utilization (%) | cells | hold slack, ns | setup slack (ns)
after detailed placement | 0.247 | 45.8 | 269 | 0.400 | 4.02
after CTS | 0.407 | 47.7 | 277 | 0.412 | 4.10
after global routing | 0.419 | 47.7 | 277 | 0.443 | 3.86
after global placement | 0.247 | 45.8 | 269 | 0.399 | 4.07
after floorplan | 0.245 | - | 198 | 0.386 | 4.62
final | 0.401 | 47.7 | 277 | 0.408 | 4.17
## synth_stat cells, drive strengths merged (2+ instances only)
library cell | count | area share (%)
o21ai | 9 | 2.3
clkbuf | 3 | 0.57
mux2i | 4 | 2.0
mux2 | 2 | 1.1
dfxtp | 21 | 21
a21o | 2 | 0.76
inv | 17 | 3.2
o21a | 3 | 1.1
nor2 | 14 | 2.7
edfxtp | 17 | 26
xor2 | 4 | 1.8
nor4 | 4 | 1.3
nand2 | 10 | 1.9
or3 | 3 | 0.95
conb | 2 | 0.38
nand4 | 3 | 0.95
a21oi | 10 | 2.5
ha | 19 | 12
and3 | 2 | 0.63
xnor2 | 11 | 4.9
nand3 | 4 | 1.0
buf | 12 | 4.9
nor3 | 3 | 0.76
## cell families (layout without fill, tap and decap cells)
group                      count (synthesis)  in the layout  share of synthesized area (%)
buffers and inverters                     32             44                           8.72
adders and majority gates                 19             19                           12.0
other                                      2             10                          0.379
and+or+nand+nor                           51             51                           14.0
DFF                                       38             38                           47.0
xor gates and xnor gates                  15             15                           6.63
AOI/OAI and AO/OA                         27             27                           8.15
muxes                                      6              6                           3.16
## flip-flops by register name (all words and copies together), names as in the netlist, named ones only
register  flops
state         2
ctr           8
V0            1
E             1
RS            1
addr          4
wctr         12
D             8
## cell type report
type	count	area (um2)	share of cell area [%]
Multi-Input combinational cell	128	907	40.0
Sequential cell	38	931	41.0
Inverter	17	63.8	2.81
Clock inverter	2	11.3	0.496
Timing Repair Buffer	19	190	8.38
Clock buffer	6	82.6	3.64
Tap cell	67	83.8	3.69
## metal layers
metal  track usage [%]  part of all wire [%]  vias up  routed length (um)
met5                 0                     0        -                   0
met3              3.38                   4.3        4                 118
met1              20.1                    54      527                1500
met2              16.8                    40       20                1100
li1                  -                     -      664                   -
met4              1.74                   1.4        0                  39
Power and IR drop assume default switching activity.
